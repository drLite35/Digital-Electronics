===== ./run.sh =====
#!/bin/bash
# OpenROAD 26Q1-2900-gdf79404cd8, Yosys 0.63+post, stock flow scripts
make -C /OpenROAD-flow-scripts/flow DESIGN_CONFIG=/design/flow/config.mk WORK_HOME=/design/flow/orfs finish

===== ./config.mk =====
export PLATFORM = sky130hd
export DESIGN_NAME = DownCounter
export DESIGN_NICKNAME = DownCounter
export VERILOG_FILES = /design/flow/design.v
export SDC_FILE = /design/flow/constraint.sdc
export NUM_CORES = 4
export LEC_CHECK = 1
export CORE_AREA = 10 10 70 70
export DIE_AREA = 0 0 80 80

===== ./constraint.sdc =====
current_design DownCounter

set clk_period 1.3
set clk_io_pct 0.2

create_clock -name clk0 -period $clk_period [get_ports {clk}]

set non_clock_inputs [all_inputs -no_clocks]
set_input_delay [expr $clk_period * $clk_io_pct] -clock clk0 $non_clock_inputs
set_output_delay [expr $clk_period * $clk_io_pct] -clock clk0 [all_outputs]

===== ./design.v =====
module DownCounter (
    input wire clk,
    input wire rst,
    output reg [3:0] count
);
    always @(posedge clk or posedge rst) begin
        if (rst) begin
            count <= 4'b1111; 
        end else begin
            count <= count - 1; 
        end
    end
endmodule

==> reports/metrics.yaml <==
clocking:
  clock_sinks: 4
  numCtsBuffers: 3
  clk-insertion-delay-late_ns: 0.23
  ctsRootBufferMaster: "clkbuf_4"
  htreeDepth: 1
  clkSlewWorstSetupHoldPaths_ns: 0.04
  cts_hold_buf: 0
  tritoncts: "done"
  cts_max_path_buffers: 2
critical_path:
  cp_cell_sequence: "dlygate4sd2_1"
  worstPathBufferInverterCount: 1
  slowest_delay_ns: 0.52
  worst_ep_required_time_ns: 1.04
  crit_arrival_ns: 0.95
  path_class: "flip-flop to output pin"
  critical_path.top_delay_family: "flip-flops"
  critPathCaptureType: "output pin"
  timing.critical_path.fanout_max: 2
  startpoint_type: "flip-flop"
  reg2reg_slack_ns: 0.23
  cp_max_stage_cell: "dfstp_2"
floorplanning:
  die_height_um: 80
  dieArea_mm2: 0.00640
  floorplan.initialDensity_pct: 4.69
  dieWidth_um: 80
  placementRows: 21
  core_region_area_mm2: 0.00342
  boundaryPins: 6
logic_synthesis:
  ys_warn_count: 1
  synth-cells-yosys: 12
  synthesis.area_um2: 160
  yosysSeqAreaShare_pct: 65.6
  postSynthCellCount: 12
  synthesis.area_per_instance_um2: 13.3
  ys_types: 5
  ys_seq_elements: 4
  yosys_area_um2: 160
place:
  hpwl_um: 265
  io_buf_count: 5
  dpl-instance-area_um2: 275
  preCtsSetupSlack_ns: 0.0367
  final_wtd_congestion: 0.701
sta:
  fmax_mhz: 825
  rsz0062_at_grt: "no"
  tightest_slew_ns: 0.151
  finalWorstPathRequiredPeriod_ns: 1.21
  post-route-period-util_pct: 93.3
  finalSetupTns_ns: 0
  timing.clock.skew_ns: 0.000459
  maxSlewHeadroom_pct: 89.9
  maxSlewViolCount: 0
  postLayoutSetupSlackWorst_ns: 0.0875
  setup_violations: 0
  finalHoldViolations: 0
layout:
  final_cell_area_um2: 315
  fin_util_pct: 9.23
  layout-drive-gt1-share_pct: 50.0
  regMostFlops: "count"
  area_growth_syn_to_layout_pct: 96.9
  layout.filler_cells: 403
  largest_reg_flops: 4
  largest_regs: "count (4)"
run:
  drv.max_cap_violation_count: 0
  stage_log_warning_count: 25
drt:
  avgRoutedWirePerCell_um: 5.03
  drt-total-wl_um: 352
  detailedRoute.firstPassIterationCount: 2
  postRouteAntennaNets: 0
  drt_first_iter_violations: 3
  remaining_drc_errors: 0
  vias: 121
  post_drt_via_cell_ratio: 1.73
  diode_insertion_count_for_antenna_repair: 0
global_routing:
  grt.total_usage_pct: 1.30
  number_of_global_route_vias_before_repair: 143
  overflow: 0
  antenna_violations_before_repair: 0
  grt_pass1_wl_um: 614
  grt_start_max_net_pins: 5
pwr:
  pwr-share-comb_pct: 1.9
  cellLeakagePower_nw: 0.138
  power.share.clock_pct: 54.0
  p_total_uw: 285
  switching_share_pct: 18.6
  power_density_cells_mw_per_mm2: 903
  power.ir.vdd_worst_v: 0.000154
  cellInternalPower_uw: 232
  seqPwrFrac_pct: 44.2
  switchingPower_uw: 52.8
status:
  run_status: "finished clean"
min_path:
  holdCritPathClass: "input pin to async pin"
-- metal layers --
metal  GRT usage, %  routed length (um)
met3           1.93                  78
met5              0                   0
met2           1.36                  92
met1           1.20                 167
met4          0.704                  14
-- repair_timing --
| action | in CTS | in global routing |
|---|---|---|
| endpoints found under the setup margin | 4 | 0 |
| setup buffers | 3 | 0 |
| gates resized | 4 | 0 |
-- final timing paths --
| check | start | end | cells after the start |
|---|---|---|---|
| max | count[1]$_DFF_PP1_ | count[1] | 1 |
| max reg2reg | count[0]$_DFF_PP1_ | count[2]$_DFF_PP1_ | 4 |
| min reg2reg | count[0]$_DFF_PP1_ | count[0]$_DFF_PP1_ | 2 |
| max in group asynchronous | rst | count[1]$_DFF_PP1_ | 2 |
| min | rst | count[0]$_DFF_PP1_ | 2 |
| min in group clk0 | count[0]$_DFF_PP1_ | count[0]$_DFF_PP1_ | 2 |
-- kinds of logic (layout without fill, tap and decap cells) --
| kind of cell | Yosys count | in the layout | share of synthesized area, % |
|---|---|---|---|
| adders and majority gates | 1 | 1 | 7.81 |
| buffers and inverters | 4 | 16 | 9.37 |
| DFF | 4 | 4 | 65.6 |
| and+or+nand+nor | 1 | 1 | 6.25 |
| xor gates and xnor gates | 2 | 2 | 10.9 |
-- cells in the mapped netlist --
library cell / count / area share, %
dfstp_2: 4 / 66
ha_1: 1 / 7.8
inv_1: 4 / 9.4
nor3_2: 1 / 6.3
xor2_1: 2 / 11
-- power by group through the flow --
stage	clock network (mW)	logic [mW]	registers, mW
6_report	0.154	0.00527	0.126
5_1_grt	0.172	0.00606	0.126
4_1_cts	0.163	0.00544	0.126
-- placed cells by master, fill, tap and decap left out --
master	synthesis	final
inv_1	4	4
clkdlybuf4s50_1	0	1
dfstp_2	4	4
clkbuf_4	0	3
ha_1	1	1
dlygate4sd2_1	0	4
nor3_2	1	1
xor2_1	2	2
buf_4	0	4
-- stage by stage --
| stage | hold WS, ns | instances |
|---|---|---|
| finish | 0.409 | 70 |
| global route | 0.438 | 70 |
| CTS | 0.408 | 70 |
| detailed placement | 0.477 | 64 |
| global placement | 0.470 | 64 |
| floorplan | 0.215 | 12 |
-- final cells by class --
| class | count | area [um2] | area share, % |
|---|---|---|---|
| timing repair buffer | 9 | 75.1 | 23.8 |
| inverter | 4 | 15.0 | 4.76 |
| sequential | 4 | 105 | 33.3 |
| tap | 46 | 57.6 | 18.3 |
| clock buffer | 3 | 22.5 | 7.14 |
| multi-input combinational | 4 | 40.0 | 12.7 |
No activity file was given, so power comes from the tool's default toggle rates.
