[flow/config.mk]
export PLATFORM = sky130hd
export DESIGN_NAME = UpCounter
export DESIGN_NICKNAME = UpCounter
export VERILOG_FILES = /design/flow/design.v
export SDC_FILE = /design/flow/constraint.sdc
export NUM_CORES = 4
export LEC_CHECK = 1
export CORE_AREA = 10 10 70 70
export DIE_AREA = 0 0 80 80
[flow/constraint.sdc]
current_design UpCounter

set clk_period 1.1
set clk_io_pct 0.2

create_clock -name clk0 -period $clk_period [get_ports {clk}]

set non_clock_inputs [all_inputs -no_clocks]
set_input_delay [expr $clk_period * $clk_io_pct] -clock clk0 $non_clock_inputs
set_output_delay [expr $clk_period * $clk_io_pct] -clock clk0 [all_outputs]
[flow/design.v]
module UpCounter (
    input wire clk,
    input wire rst,
    output reg [3:0] count
);
    always @(posedge clk or posedge rst) begin
        if (rst) begin
            count <= 4'b0000; 
        end else begin
            count <= count + 1;
        end
    end
endmodule
[flow/run.sh]
#!/bin/bash
# OpenROAD 26Q1-2900-gdf79404cd8, Yosys 0.63+post, stock flow scripts
make -C /OpenROAD-flow-scripts/flow DESIGN_CONFIG=/design/flow/config.mk WORK_HOME=/design/flow/orfs finish
==> impl_results.html <==
<h2>Implementation results</h2>
<table>
<tr><th>Metric</th><th>Value</th></tr>
<tr><th colspan="2">Floorplanning</th></tr>
<tr><td>Number of top-level pins</td><td>6</td></tr>
<tr><td>Initial Util</td><td>under 10%</td></tr>
<tr><td>Die outline width</td><td>~80 um</td></tr>
<tr><td>Die ar.</td><td>around 6400 um2</td></tr>
<tr><td>Number of placement rows</td><td>21</td></tr>
<tr><td>Placeable core region</td><td>about 3400 um2</td></tr>
<tr><td>DIE HEIGHT</td><td>80 um</td></tr>
<tr><th colspan="2">Clock tree</th></tr>
<tr><td>Num Clock Sinks</td><td>4</td></tr>
<tr><td>TritonCTS Buffers</td><td>3</td></tr>
<tr><td>CTS tree</td><td>done</td></tr>
<tr><td>Clock transition time at the flip-flop clock pins of the worst setup and hold paths</td><td>around 40 ps</td></tr>
<tr><td>Clk Latency, worst-skew pair</td><td>230 ps</td></tr>
<tr><td>Library cell used as clock root buffer</td><td>clkbuf_4</td></tr>
<tr><td>Hold_buf cts</td><td>0</td></tr>
<tr><td>H-tree levels</td><td>1</td></tr>
<tr><td>Maximum clock path buffer count</td><td>2</td></tr>
<tr><th colspan="2">Route</th></tr>
<tr><td>Uppermost layer routed</td><td>met3</td></tr>
<tr><td>Number of antenna-violating nets in the routed design</td><td>0</td></tr>
<tr><td>Initial DRT Pass Iterations</td><td>2</td></tr>
<tr><td>Antenna diode count</td><td>0</td></tr>
<tr><td>Detailed-routed wire length on met2</td><td>108 um</td></tr>
<tr><td>DR vias</td><td>between 100 and 150</td></tr>
<tr><td>Detailed-routed wire length on met3</td><td>roughly 140 um</td></tr>
<tr><td>Via/cell ratio</td><td>~1.7</td></tr>
<tr><td>Number of design rule violations left after detail routing</td><td>0</td></tr>
<tr><td>Per-cell routed wire length</td><td>roughly 6 um</td></tr>
<tr><td>Met1 Wirelength</td><td>175 um</td></tr>
<tr><td>Initial drt markers</td><td>6</td></tr>
<tr><td>Overall routed net length</td><td>~420 um</td></tr>
<tr><th colspan="2">Power</th></tr>
<tr><td>Proportion of power drawn by combinational gates</td><td>under 10%</td></tr>
<tr><td>Post-layout total power</td><td>roughly 0.00033 W</td></tr>
<tr><td>Part of the total power dissipated in sequential elements</td><td>around 44%</td></tr>
<tr><td>Clock Power Share</td><td>53.9%</td></tr>
<tr><td>Static leakage power</td><td>0.156 nW</td></tr>
<tr><td>Cell area power density</td><td>about 1100 nW/um2</td></tr>
<tr><td>Switching power of the nets</td><td>slightly above 0.00006 W</td></tr>
<tr><td>Proportion of total power due to net switching</td><td>between 10% and 20%</td></tr>
<tr><td>Worst IR drop on VDD</td><td>around 0.00015 V</td></tr>
<tr><td>Internal power contribution</td><td>~0.00027 W</td></tr>
<tr><th colspan="2">Setup path</th></tr>
<tr><td>Critical register-to-register path startpoint</td><td>count[0]</td></tr>
<tr><td>Worst setup path category</td><td>reg2out</td></tr>
<tr><td>Worst flop-to-flop path endpoint</td><td>count[2]</td></tr>
<tr><td>Series of cell instances along the critical path</td><td>dlygate4sd2_1</td></tr>
<tr><td>Number of buffers and inverters on the critical path</td><td>1</td></tr>
<tr><td>Capturing element type of the critical path</td><td>output pin</td></tr>
<tr><td>Length in cells of the worst reg-to-reg path</td><td>3</td></tr>
<tr><td>Maximum net fanout on the critical path</td><td>2</td></tr>
<tr><td>Cell type of the slowest stage on the worst timing path</td><td>dfrtp_1</td></tr>
<tr><td>FF-to-FF setup slack</td><td>between 100 and 150 ps</td></tr>
<tr><td>Signal arrival time at the worst endpoint</td><td>between 800 and 900 ps</td></tr>
<tr><td>CP required</td><td>880 ps</td></tr>
<tr><td>Slowest Stage Delay on Critical Path</td><td>370 ps</td></tr>
<tr><td>CP delay by family, top</td><td>flip-flops</td></tr>
<tr><td>Element type at the critical path start</td><td>register</td></tr>
<tr><th colspan="2">STA</th></tr>
<tr><td>Normalized max-slew margin</td><td>between 90 and 100%</td></tr>
<tr><td>Number of max-slew violations in the final report</td><td>0</td></tr>
<tr><td>Final critical-path share of the clock period</td><td>a little over nine tenths</td></tr>
<tr><td>Final hold violation count</td><td>0</td></tr>
<tr><td>Final setup TNS</td><td>0 ps</td></tr>
<tr><td>Setup repair after global routing missed its margin</td><td>false</td></tr>
<tr><td>Setup violations, final</td><td>0</td></tr>
<tr><td>Max Clk Rate</td><td>around 950 MHz</td></tr>
<tr><td>Shortest period the worst path allows</td><td>between 1000 and 1500 ps</td></tr>
<tr><td>Maximum clock skew at final layout</td><td>approximately 2 ps</td></tr>
<tr><td>Worst Max-Slew Pin Slew</td><td>between 100 and 150 ps</td></tr>
<tr><th colspan="2">Synthesis</th></tr>
<tr><td>Number of warnings reported in the yosys synthesis log</td><td>1</td></tr>
<tr><td>AO/OA Area Share</td><td>0%</td></tr>
<tr><td>Synth Register Bits</td><td>4</td></tr>
<tr><td>Area of the mapped netlist</td><td>143 um2</td></tr>
<tr><td>Area share of fa/ha/maj cells after synthesis</td><td>under 10%</td></tr>
<tr><td>Netlist cell types</td><td>6</td></tr>
<tr><td>Yosys cell count</td><td>10</td></tr>
<tr><td>Biggest combinational cell group after synthesis</td><td>XOR/XNOR gates</td></tr>
<tr><td>Total cell area reported by yosys after synthesis</td><td>143 um2</td></tr>
<tr><td>Instance tally after logic synthesis</td><td>10</td></tr>
<tr><td>Average size of a mapped cell</td><td>14.3 um2</td></tr>
<tr><td>Mux share of post-synthesis cell area</td><td>0%</td></tr>
<tr><td>Sequential element share of the synthesized area</td><td>70.2%</td></tr>
<tr><td>XOR Share, Synth</td><td>12.3%</td></tr>
<tr><td>Simple-Gate Fraction of Synth Area</td><td>under 10%</td></tr>
<tr><th colspan="2">Finish</th></tr>
<tr><td>Final core utilization</td><td>9.01%</td></tr>
<tr><td>Share of cells above drive strength 1</td><td>34.8%</td></tr>
<tr><td>Largest registers</td><td>count x4</td></tr>
<tr><td>Most frequent cells in the layout</td><td>buf_4, dfrtp_1, clkbuf_4</td></tr>
<tr><td>Area Overhead vs Synth</td><td>116%</td></tr>
<tr><td>Count of placed standard cells in the final layout, fillers left out</td><td>between 60 and 70</td></tr>
<tr><td>Combinational Area</td><td>~35 um2</td></tr>
<tr><td>Layout Cell Area excl Fill</td><td>roughly 310 um2</td></tr>
<tr><td>Commonest non-fill, non-tap cell in the layout</td><td>buf_4</td></tr>
<tr><td>Number of flip-flops under the largest register name</td><td>4</td></tr>
<tr><td>Sequential cell area</td><td>approximately 100 um2</td></tr>
<tr><td>Fill cells</td><td>403</td></tr>
<tr><td>Register ranked first by flip-flop count</td><td>count</td></tr>
<tr><th colspan="2">GRT</th></tr>
<tr><td>Total gr overflow</td><td>0</td></tr>
<tr><td>Maximum number of pins on one net before global-route repair</td><td>5</td></tr>
<tr><td>Total track usage</td><td>1.46%</td></tr>
<tr><td>Number of antenna violations at the first check in global routing</td><td>0</td></tr>
<tr><td>Via count of the first global-routing pass</td><td>142</td></tr>
<tr><td>Global-route wire length before repair</td><td>between 600 and 700 um</td></tr>
<tr><th colspan="2">Placed design</th></tr>
<tr><td>Placer congestion estimate</td><td>between 0.6 and 0.7</td></tr>
<tr><td>Number of placed instances, taps included</td><td>between 60 and 70</td></tr>
<tr><td>Standard cell area after detailed placement</td><td>265 um2</td></tr>
<tr><td>Number of buffers added on ports</td><td>5</td></tr>
<tr><th colspan="2">Run</th></tr>
<tr><td>Tool Warnings</td><td>25</td></tr>
<tr><td>Max-cap viol count</td><td>0</td></tr>
<tr><th colspan="2">Status</th></tr>
<tr><td>Outcome</td><td>finished clean</td></tr>
<tr><th colspan="2">Hold path</th></tr>
<tr><td>Path class of the lowest-slack min-delay path</td><td>in2async</td></tr>
</table>
worst reg2reg max path: cells and delay by family (launching register included):
family / cells / cell delay (ps)
adder cells (fa/ha/maj): 1 / 200
flip-flops: 1 / 380
XOR/XNOR: 1 / 140
buffers and inverters: 1 / 150
power by group through the flow:
stage	clock network (W)	registers, W	logic [W]
final	0.000180	0.000148	0.00000627
after global routing	0.000202	0.000148	0.00000728
after CTS	0.000191	0.000148	0.00000642
how the worst max path moves through the flow:
stage	cells after the start	start	slack, ps	end
CTS	1	count[2]	30	count[2]
global route	1	count[3]	0.06	count[3]
finish	1	count[2]	40	count[2]
area by class of cell:
cell class / count / share of cell area (%)
Inverter: 2 / 2.44
Clock buffer: 3 / 7.32
Sequential cell: 4 / 32.5
Timing Repair Buffer: 10 / 27.6
Multi-Input combinational cell: 4 / 11.4
Tap cell: 46 / 18.7
cells in the mapped netlist:
library cell / count / share of area, %
ha_1: 1 / 8.8
dfrtp_1: 4 / 70
nand3_1: 1 / 3.5
inv_1: 2 / 5.3
xnor2_1: 1 / 6.1
xor2_1: 1 / 6.1
what timing repair did:
| item | CTS | global route |
|---|---|---|
| setup buffers | 2 | 1 |
| setup endpoints to repair | 4 | 1 |
| resized | 6 | 0 |
| gates cloned | 0 | 0 |
logic make-up after synthesis:
group / after synthesis
xor gates and xnor gates: 2
buffers and inverters: 2
DFF: 4
adders and majority gates: 1
and+or+nand+nor: 1
metrics by stage:
stage	hold WS [ps]	setup slack (ps)
finish	171	43.4
global route	186	0.0578
CTS	165	29.3
detailed placement	411	-13.4
global placement	416	-7.15
floorplan	-13.9	279
layer usage:
layer	track usage, %	up-vias
met2	1.04	8
met4	0.704	0
met5	0	-
met1	1.34	54
met3	2.95	0
li1	-	57
Power figures rest on the tool's default switching activity, not on a simulated workload.
