===== design/flow/config.mk =====
export PLATFORM = sky130hd
export DESIGN_NAME = mod10
export DESIGN_NICKNAME = mod10
export VERILOG_FILES = /design/flow/design.v
export SDC_FILE = /design/flow/constraint.sdc
export NUM_CORES = 4
export LEC_CHECK = 1
export CORE_AREA = 10 10 70 70
export DIE_AREA = 0 0 80 80

===== design/flow/constraint.sdc =====
current_design mod10

set clk_period 2.0
set clk_io_pct 0.2

create_clock -name clk0 -period $clk_period [get_ports {clk}]

set non_clock_inputs [all_inputs -no_clocks]
set_input_delay [expr $clk_period * $clk_io_pct] -clock clk0 $non_clock_inputs
set_output_delay [expr $clk_period * $clk_io_pct] -clock clk0 [all_outputs]

===== design/flow/design.v =====
module mod10(
    input clk,
    input rst,
    output reg [3:0] cout=4'b1001
);
always @(posedge clk)
begin
    if(cout==4'b0000 || rst) 
    cout = 4'b1001;
    else
    cout = cout - 4'b0001;
end
endmodule

===== design/flow/run.sh =====
#!/bin/bash
# OpenROAD 26Q1-2900-gdf79404cd8, Yosys 0.63+post, stock flow scripts
make -C /OpenROAD-flow-scripts/flow DESIGN_CONFIG=/design/flow/config.mk WORK_HOME=/design/flow/orfs finish

==> summary.txt <==
This memo summarizes the results of the implementation run.

STA
The worst setup margin is 0.4346 ns. Looking at the max-slew report, the worst-margin pin has a slew of 0.2845 ns. Endpoints with negative setup slack in the final report add up to 0.

The shortest clock period the worst path allows after layout is 1.565 ns. Setup repair after global routing left no endpoint under its margin. Pins over their slew limit in the final report were tallied at 0. The share of the clock period used by the worst path after layout is 78.27%. The maximum clock rate is 638.8 MHz.

In the final timing run, aggregate negative setup slack is 0 ns. The worst-case max-slew headroom was logged as 80.77%. Per the final timing report, the hold violations number 0. The worst clock skew is 0.001695 ns.

Placed design
STA on the placed design reports a worst setup slack of 0.6831 ns. After its last routability iteration, the placer logged a weighted congestion of 0.5870. The HPWL after detailed placement is 415.6 um.

In this run the tool buffered the top-level ports with 5 buffer cells.

Finish
In the final layout, the fill cell count is 403. From synthesis to final layout, the design area changed by 75.18%. The area taken by multi-input combinational cells is reported as 85.08 sq um. The register with the most flip-flops in the layout has 4 of them. The total area of sequential cells is 80.08 sq um. In the final layout, the share of cells above drive strength 1 is 22.22%.

Flow run
The stage logs contain a warning count of 25. The run reported a max-capacitance violation count of 0.

Min path
The startpoint of the tightest hold check path is cout[0]. The endpoint of the worst hold path is cout[0]. The number of stages on the worst hold path is 1. The tightest min-delay check is of the reg -> reg type.

Floorplan
The standard cell core area is 3416 sq um. Per the OpenROAD floorplan log, the area of the die is 6400 sq um. According to the floorplan log, the row count is 21.

The I/O pin count is 6. The floorplan step set the die width to 80 um. The overall die height is 80 um. The pre-placement core utilization is 5.165%.

Setup path
The longest incremental delay of any stage on the critical path is reported as 0.54 ns. Looking at the setup timing report, the critical path kind is reg -> out. For the worst flop-to-flop path, the logic depth is 5. The startpoint class of the critical path is a flop.

At the worst endpoint, the arrival time is 1.17 ns. The worst-case reg-to-reg setup slack stands at 0.78 ns. STA classifies the critical path endpoint as an output port. The biggest fanout along the worst timing path is 4. Per STA, the worst path is made up of clkdlybuf4s50_1. Together, buffers and inverters on the worst path number 1. STA lists the endpoint of the worst register-to-register path as cout[3]. The startpoint identified for the worst register-to-register timing path is cout[0].

The family with the most delay on the worst path is buffers and inverters. The slowest stage cell on the critical path is clkdlybuf4s50_1. The required time reported for the critical path endpoint is 1.60 ns.

Drt
The average wire per standard cell is 7.216 um. For this block, the initial DRC count from the detailed router was 4. The first detailed-routing pass took 3 iterations. The overall via count from detail_route is 164.

The routed via count divided by cell count is 2.216. The final antenna-violating net count is 0. The final wirelength is 534 um. The count of unresolved DRC violations after routing is 0.

Synthesis
The most common cell in the synthesized netlist is dfxtp_1. For this design, Yosys synthesis ends with a cell count of 19. Counting distinct cell types in the post-synthesis netlist gives 12. The top cell type by area accounts for 45.39% of the synthesized area. The synthesized netlist occupies a cell area of 176.4 sq um. The yosys synthesis warning count is 1. The commonest cells after synthesis are dfxtp_1 (4), a21oi_1 (2), inv_1 (2), nand2_1 (2), o21bai_1 (2). In the synthesized netlist, the number of instances is 19. Counting flops with a built-in enable in the synthesized netlist gives 0. The main area contributors are dfxtp_1 (45%), mux2_4 (8.5%), o21bai_1 (8.5%), ha_1 (7.1%), a21oi_1 (5.7%). The mean instance size in the synthesized netlist is 9.285 sq um. The synthesized netlist has a Yosys-reported chip area of 176.4 sq um. After synthesis, flip-flops and latches occupy 45.39% of the total area. The commonest register cell after synthesis is dfxtp_1.

The most area-hungry cell type in the Yosys netlist is dfxtp_1. Of all flip-flops after synthesis, the portion carrying an async set or reset was 0%. The synthesis-stage register bit count is 4.

Clock network
The H-tree level count is 1. TritonCTS built the clock tree. Clock latency on the worst-skew pair, taken at its later pin, is 0.24 ns.

After clock tree synthesis, the clock-pin slew on the worst setup and hold paths is 0.04 ns. The count of instances resized after the clock tree is built is 0. The number of buffers created by CTS is 3. The count of clock tree sinks is 4. The clock root buffer master is clkbuf_4. Per the repair_timing log after CTS, setup buffers inserted total 0. The maximum number of buffers from clock root to sink is 2. Buffers inserted to repair hold after CTS numbered 0.

Power and ir drop
IR analysis of the VDD net gives a maximum drop of 0.1223 mV. The power per unit of standard cell area is 834.3 nW/um^2. The static leakage is 0.1182 nW.

Global routing
The maximum number of pins on one net before global-route repair is 6. The initial antenna violation count is 1. The total congestion overflow after global routing is 0. The first global-routing pass estimated 779 um of wire. The overall track demand over capacity in global routing is 1.855%. The number of global-route vias before repair is 167.

Outcome
The flow ran to the end, and the final reports show no timing, DRC or antenna violations.
[placed cells by master, fill, tap and decap left out]
master,n
clkdlybuf4s50_1,5
o21bai_1,2
inv_1,2
nor2_1,1
dfxtp_1,4
diode_2,1
mux2_4,1
nor4b_1,1
nor2b_1,1
clkbuf_4,3
inv_2,1
ha_1,1
nand2_1,2
nor2_2,1
a21oi_1,2
[per-layer routing]
layer  wire, um  vias up  global-route usage [%]
met5          0        -                       0
met4          0        0                       0
met3        196        0                   4.318
met2        135        9                   1.685
met1        202       73                   1.401
li1           -       82                       -
[worst max path at each step]
stage	to	cells past startpoint	slack, ns	startpoint
final	cout[1]	1	0.43	cout[1]
after global routing	cout[0]	1	0.35	cout[0]
after CTS	cout[0]	1	0.42	cout[0]
[where the power goes]
part / switching, mW / total (mW) / internal (mW)
sequential: 0.0115 / 0.102 / 0.0900
clock: 0.0351 / 0.102 / 0.0673
combinational: 0.0193 / 0.0539 / 0.0346
[cell type report]
cell class | instances | area share [%]
Antenna cell | 1 | 0.8097
Clock buffer | 3 | 7.287
Multi-Input combinational cell | 12 | 27.53
Timing Repair Buffer | 5 | 16.19
Tap cell | 46 | 18.62
Inverter | 3 | 3.644
Sequential cell | 4 | 25.91
[cell families after synthesis]
| logic type | Yosys count | synth area share [%] |
|---|---|---|
| simple gates | 6 | 18.44 |
| compound gates | 4 | 14.18 |
| flops | 4 | 45.39 |
| buf+inv | 3 | 6.383 |
| mux | 1 | 8.508 |
| fa+ha+maj | 1 | 7.091 |
[metrics by stage]
step	hold WS [ns]	area, sq um	utilization, %	total power, mW	instances
4_1_cts	0.4494	306.5	8.974	0.2597	73
6_report	0.4470	309.0	9.048	0.2578	74
2_1_floorplan	0.3837	176.4	-	0.1262	19
3_3_place_gp	0.4137	284.0	8.315	0.1518	70
3_5_place_dp	0.4386	284.0	8.315	0.1563	70
5_1_grt	0.4800	309.0	9.048	0.2745	74
Power is estimated from default activity; no workload was simulated.
